==> /design/flow/design.v <==
`timescale 1ns/1ps
module APB_SLAVE(PCLK, PRESETn, PADDR, PSELx, PENABLE, PWRITE, PWDATA, PREADY, PSLVERR, PRDATA);
parameter DW = 32;
parameter AW = 32;
parameter DELAY =2;
input PCLK, PRESETn, PSELx, PENABLE, PWRITE;
input [AW-1:0] PADDR;
input [DW-1:0] PWDATA;
output PREADY, PSLVERR;
output [DW-1:0] PRDATA;
wire [DW-1:0] WDATA, RDATA;
wire [AW/2-1:0] ADDR;
wire 			W_ENABLE;
APB_SLAVE_Mealy   slave(PCLK, PRESETn, PADDR, PSELx, PENABLE, RDATA, PWRITE, PRDATA, PWDATA, PREADY, PSLVERR, ADDR, W_ENABLE, WDATA);
Reg_File 		register(PCLK, W_ENABLE, PRESETn, ADDR, WDATA, RDATA);
endmodule
`timescale 1ns/1ps
module APB_SLAVE_Mealy(PCLK, PRESETn, PADDR, PSELx, PENABLE, RDATA, PWRITE, PRDATA, PWDATA, PREADY, PSLVERR, ADDR, W_ENABLE, WDATA);
parameter DW = 32;
parameter AW = 32;
parameter DELAY = 2;
input PCLK, PRESETn, PSELx, PENABLE, PWRITE;
input [AW-1:0] PADDR;
input [DW-1:0] PWDATA, RDATA;
output reg PREADY;
output PSLVERR;
output [AW/2-1:0] ADDR;
output reg W_ENABLE;
output [DW-1:0] WDATA;
output reg [DW-1:0] PRDATA;
assign ADDR = PADDR[AW/2-1:0];
assign PSLVERR = 1'b0;
assign WDATA = PWDATA;
reg [2:0] ps, ns;
parameter IDLE = 3'b000, WRITE_yet = 3'b001, WRITE = 3'b010, READ_yet = 3'b011, READ = 3'b100;
always @(posedge PCLK, negedge PRESETn) begin
	if(~PRESETn) ps <= IDLE;
	else ps <= ns;
end
wire signal;
assign signal = PSELx&PENABLE&~PWRITE;
wire [1:0] cnt;
Delay_Gen #(.DW(DELAY)) delay(PCLK, ~signal, signal, cnt); 
always @(ps, PADDR, PSELx, PENABLE, PWRITE, PWDATA, cnt) begin
	case(ps)
		IDLE: begin 
			if(PSELx&~PENABLE) begin
				W_ENABLE = 1'b0;
				PREADY = 1'b0;
				if(PWRITE) ns = WRITE_yet;
				else ns = READ_yet;
			end
			else begin
				W_ENABLE = 1'b0;
				PREADY = 1'b0;
				ns = IDLE;
			end
		end
		WRITE_yet: begin
			if(PSELx&PENABLE&PWRITE) begin
				PREADY = 1'b1;
				W_ENABLE = 1'b1;
				ns = WRITE;
			end
			else begin
				PREADY = 1'b0;
				W_ENABLE = 1'b0;
				ns = WRITE_yet;
			end
		end
		WRITE: begin
	        PREADY = 1'b0;
	        W_ENABLE = 1'b0;
			ns = IDLE;
			end
		READ_yet: begin       
		  if(PSELx&PENABLE&~PWRITE) begin
		      if(cnt == DELAY-1) begin
					PREADY = 1'b0;
					W_ENABLE = 1'b0;
				    ns = READ;
			  end
			end
			else begin
				ns = READ_yet;
				PREADY = 1'b0;
				W_ENABLE = 1'b0;
			end
		end
		READ: begin
				PREADY = 1'b1;
				W_ENABLE = 1'b0;
				PRDATA = RDATA;
				ns = IDLE;
		end
		default: begin
				W_ENABLE = 1'b0;
				PREADY = 1'b0;
				ns = IDLE;
		end
	endcase
end
endmodule
`timescale 1ns/1ps
module Delay_Gen(clk, rst, en, cnt);
parameter DW = 8;
localparam reg_bit = log2(DW);
input clk, rst, en;
output reg [reg_bit-1:0] cnt;
reg tco;
always@(posedge clk, posedge rst) begin
	if(rst) begin cnt <= {reg_bit{1'b0}};end
	else if (en) begin
        if(cnt == DW-1) begin cnt <= {reg_bit{1'b0}};  end
		else begin cnt <= cnt +1'b1;  end
	end
end 
function integer log2;
input integer M;
begin
    log2 = 0;
    while(M > 0) begin
        M = M/2;
        log2  = log2 + 1;
    end
end
endfunction
endmodule
`timescale 1ns/1ps
module Reg_File(PCLK, W_ENABLE, PRESETn, ADDR, WDATA, RDATA, led0_rgb, led1_rgb);
parameter DW = 32;
parameter AW = 16;
parameter NUM = 4;
localparam REG_BASE_ADDR=16'h0100;
input PCLK, W_ENABLE, PRESETn;
input [AW-1:0] ADDR;
input [DW-1:0] WDATA;
output [DW-1:0] RDATA;
output [2:0] led0_rgb, led1_rgb;
reg [DW-1:0] mem [0:NUM-1];
integer i;
wire	b_addr_en;
assign b_addr_en = (ADDR[15:4]==REG_BASE_ADDR[15:4]) ? 1'b1 : 1'b0;
always @(posedge PCLK, negedge PRESETn) begin
	   if(~PRESETn) begin
			for(i = 0; i < NUM;  i = i + 1) begin
				mem[i] = {DW{1'b0}};
			end
	   end
	   else if(W_ENABLE) begin 
			mem[ADDR[3:2]] <= WDATA;
		end
end
assign RDATA = b_addr_en ? mem[ADDR[3:2]] : 32'h12345678;
wire [31:0] t0, t1;
assign t0 = mem[0];
assign t1 = mem[1];
assign led0_rgb = t0[2:0];
assign led1_rgb = t1[2:0];
endmodule
==> /design/flow/run.sh <==
#!/bin/bash
# OpenROAD 26Q1-2900-gdf79404cd8, Yosys 0.63+post, stock flow scripts
make -C /OpenROAD-flow-scripts/flow DESIGN_CONFIG=/design/flow/config.mk WORK_HOME=/design/flow/orfs finish
==> /design/flow/config.mk <==
export PLATFORM = sky130hd
export DESIGN_NAME = APB_SLAVE
export DESIGN_NICKNAME = APB_SLAVE
export VERILOG_FILES = /design/flow/design.v
export SDC_FILE = /design/flow/constraint.sdc
export NUM_CORES = 4
export LEC_CHECK = 1
export CORE_UTILIZATION = 30
==> /design/flow/constraint.sdc <==
current_design APB_SLAVE

set clk_period 1.2
set clk_io_pct 0.2

create_clock -name clk0 -period $clk_period [get_ports {PCLK}]

set non_clock_inputs [all_inputs -no_clocks]
set_input_delay [expr $clk_period * $clk_io_pct] -clock clk0 $non_clock_inputs
set_output_delay [expr $clk_period * $clk_io_pct] -clock clk0 [all_outputs]
==> out/results.txt <==
Ys cells -> 418
Synthesis Warnings -> 4
CP max-delay cell -> mux2_2
Clk root buf -> clkbuf_16
Worst Hold Slack -> 0.367 ns
Setup Crit Path Kind -> in2reg
Grt ovf -> 0
Overall routing resource usage -> 13.6%
Syn avg cell area -> 16.0 sq um
Share of layout cells above drive strength 1 -> 40.0%
Final setup vio count -> 0
Synth cell count leaders -> dfrtp_1 (133), mux2_2 (126), dlxtn_1 (37), mux4_2 (19), nor2b_1 (18)
Hpwl dp -> 9.20 mm
Sequential power share -> 45.7%
Post-Synthesis Cell Area -> 0.00670 sq mm
Final wirelength -> 14.0 mm
Core area -> 0.0219 sq mm
Maximum VDD drop -> 1.07 mV
Post-Synthesis Cells -> 418
Largest net degree at the start of global routing -> 41
CP arrival -> 1.29 ns
Slowest stage delay, CP -> 0.36 ns
Count leader, synth -> dfrtp_1
Die area -> 0.0229 sq mm
Number of unconstrained endpoints -> 73
# port buffers -> 83
Skew-Pair Late Insertion Delay -> 0.40 ns
CTS buffer count -> 17
Worst setup EP type -> flop
Clock power frac -> 44.4%
Die Width -> 151 um
P_sw -> 2450 uW
Vias in the first global route -> 4219
DR vias -> 3837
Main area contributors -> dfrtp_1 (50%), mux2_2 (21%), dlxtn_1 (8.3%), mux4_2 (6.4%), mux4_1 (5.1%)
Final Hold Fails -> 0
Hold Crit Class -> in2async
Iteration-0 DRC Markers -> 108
CTS H-tree lvls -> 4
Crit path cell chain -> buf_2 -> nor3b_4 -> buf_4 -> mux2_2
Via density -> 4.68
Worst endpoint required time -> 1.49 ns
I/O Pins -> 103
Pleak -> 0.00387 uW
Startpoint types -> primary input
Flip-flops with a built-in enable -> 0
Crit path time final -> 1.00 ns
CTS tree -> built
Final max-slew violation count -> 0
Setup Buffers After CTS -> 0
Synth area leader -> dfrtp_1
Area delta synth->final -> 29.4%
FMAX -> 1000 MHz
Clock slew at reported path FFs -> 0.06 ns
Core Util at FP -> 30.6%
Unrepaired setup endpoints after global routing -> false
Longest Clk Path Bufs -> 2
Setup TNS -> 0 ns
Power density cells -> 1270 mW/mm^2
YS chip area -> 0.00670 sq mm
Rel. slew slack -> 60.5%
Register pins left without a clock -> 37
GPL Wtd Cong -> 0.757
Dominant cell area share -> 49.7%
Synthesized flop and latch total -> 170
P_int -> 8590 uW
ANT nets after route -> 0
Slew @ Worst Pin -> 0.591 ns
Status -> finished clean
Asr flop ratio synth -> 78.2%
Die extent in y -> 151 um
Clock Skew -> 0.00000888 ns
Initial antenna violation count -> 1
CP Max Fanout -> 8
Number of cell rows -> 54
1st-pass router iterations -> 4
Log Warnings -> 44
Netlist cell types -> 38
Residual DRC -> 0
Synth Flop Type -> dfrtp_1
Max-cap violations -> 0
Avg WL per Cell -> 17.1 um
Combinational fraction of design power -> 9.8%
FILL cells -> 1979
Tcrit/Tclk final -> 83.4%
First-pass GRT wire length -> 22.7 mm
Sw Ratio -> 22.2%
==> flip-flops by register name, summed over array words and instances (netlist names) <==
signal and count:
slave.W_ENABLE 1, slave.ns 3, slave.ps 3, slave.PRDATA 32, register.mem 128, slave.delay.cnt 2, slave.PREADY 1
==> timing repair <==
action                                 4_1_cts  5_1_grt
gates resized                                0        0
endpoints found under the hold margin       27        0
hold buffers                                 2        0
==> per-stage QoR <==
stage | worst slack (ns) | power [uW] | cell area [sq um] | std cells | utilization (%)
floorplan | -0.0975 | 5740 | 6780 | 418 | -
detailed placement | -0.235 | 6220 | 8070 | 784 | 36.9
finish | 0.200 | 11000 | 8670 | 819 | 39.6
global placement | -0.200 | 6150 | 8070 | 784 | 36.9
global route | 0.134 | 11500 | 8670 | 819 | 39.6
CTS | 0.184 | 11200 | 8670 | 818 | 39.6
==> placed cells by master (no fill, tap or decap), types with 3 or more instances in the layout <==
master / instances
clkinvlp_4: 4
mux2_4: 12
mux4_1: 13
clkbuf_16: 17
or2_1: 10
clkbuf_8: 3
mux2_2: 114
dfrtp_1: 133
clkdlybuf4s50_1: 80
dlxtn_1: 37
mux4_2: 19
nor2b_1: 18
buf_4: 19
or2_2: 3
buf_12: 10
clkinv_2: 3
==> path summary, 6_finish.rpt <==
kind                                     from                  end  slack [ns]  cells after the start
max in group asynchronous             PRESETn  register.mem[1][27]        0.24                      3
min reg2reg                slave.delay.cnt[1]   slave.delay.cnt[1]        0.49                      2
min in group clk0                    PADDR[2]   register.mem[0][3]        0.46                      4
max                                  PADDR[2]  register.mem[0][18]        0.20                      4
max reg2reg                register.mem[1][5]   register.mem[1][5]        0.42                      1
min                                    PWRITE   slave.delay.cnt[0]        0.37                      3
==> metal layers <==
layer / part of all wire [%] / global-route usage, % / routed length (um) / vias to the layer above
li1: - / - / - / 1742
met1: 43 / 19.1 / 6020 / 1979
met2: 50 / 21.9 / 6950 / 103
met3: 5.8 / 4.02 / 809 / 13
met4: 1.5 / 1.85 / 208 / 0
met5: 0 / 0 / 0 / -
==> logic make-up after synthesis <==
kind of cell	after synthesis	synth area share (%)
muxes	160	33.0
DFF	133	49.7
and+or+nand+nor	49	4.97
latches	37	8.29
buffers and inverters	27	2.84
AOI/OAI and AO/OA	9	0.915
xor gates and xnor gates	2	0.261
other	1	0.0560
==> critical path, delay by kind of cell <==
kind / cells / cell delay [ns]
buffers and inverters: 2 / 0.39
muxes: 1 / 0.36
and+or+nand+nor: 1 / 0.30
==> layout make-up <==
class,instances,area (sq um),area share [%]
diodes,1,2.50,0.0289
clock buffers,21,470,5.42
clock inverters,11,101,1.17
inverters,2,7.51,0.0866
multi-input cells,221,2680,30.9
flip-flops and latches,170,3880,44.8
well taps,280,350,4.04
repair buffers,113,1170,13.5
==> power by group through the flow <==
stage / Combinational (uW) / Sequential [uW] / Clock [uW]
4_1_cts: 1110 / 5050 / 5020
5_1_grt: 1190 / 5090 / 5220
6_report: 1090 / 5050 / 4900
Power figures rest on the tool's default switching activity, not on a simulated workload.
