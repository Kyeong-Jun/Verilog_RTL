`/design/flow/design.v`:
```
`timescale 1ns/1ps
module AXI_LITE_SLAVE(ACLK, ARESETn, AWVALID, AWADDR, AWREADY, WVALID, WDATA, WREADY, BREADY, BVALID, BRESP, 
ARVALID, ARADDR, ARREADY, RREADY, RVALID, RDATA, reg_RDATA, RRESP, r_ADDR, reg_WDATA, reg_w_en);
parameter DW = 32;
parameter AW = 32;
input ACLK, ARESETn;
input ARVALID;
input [AW-1:0] ARADDR;
output reg ARREADY;
input RREADY;
output reg RVALID;
output reg [DW-1:0] RDATA;
output [1:0] RRESP;
assign RRESP = 2'b00;
input AWVALID;
input [AW-1:0] AWADDR;
output reg AWREADY;
input WVALID; 
input [DW-1:0] WDATA;
output reg  WREADY;
input BREADY;
output reg BVALID;
output [1:0] BRESP;
assign BRESP = 2'b00;
input  [DW-1:0] reg_RDATA;
output [DW-1:0] reg_WDATA;
output [AW/2-1:0] r_ADDR;
output reg reg_w_en;
assign reg_WDATA = WDATA;
assign r_ADDR = reg_w_en ? AWADDR[15:0] : ARADDR[15:0];
localparam S0 = 2'b00, S1 = 2'b01, S2 = 2'b10, S3 = 2'b11;
reg AR_ps, AR_ns;
always @(posedge ACLK, negedge ARESETn) begin
	if(~ARESETn) AR_ps <= S0;
	else AR_ps <= AR_ns;
end
always @(AR_ps, ARVALID) begin
	case(AR_ps)
		S0: begin
			ARREADY = 1'b0;
            if(~ARVALID) AR_ns = S0; 
			else AR_ns = S1;
		end
		S1: begin
			ARREADY = 1'b1;
            AR_ns = S0; 
		end
		default: begin
		  ARREADY = 1'b0;
		  AR_ns = S0;
		end
	endcase
end
reg [1:0] R_ps, R_ns;
always @(posedge ACLK, negedge ARESETn) begin
	if(~ARESETn) R_ps <= S0;
	else R_ps <= R_ns;
end
always @(R_ps, AR_ps, RREADY) begin
	case(R_ps)
		S0: begin
			RVALID = 1'b0;
			if(AR_ps==S1) begin 
			     if(RREADY) R_ns = S2;
			     else R_ns = S1;
			end
			else R_ns = S0;
        end
		S1: begin
			RVALID = 1'b1;
			if(RREADY) R_ns = S2;
			else R_ns = S1;
		end
		S2: begin
			RVALID = 1'b1;
			RDATA = reg_RDATA;
			R_ns = S0;
		end
		default: begin
		  RVALID = 1'b0;
		  R_ns = S0;
		end
	endcase
end
reg AW_ps, AW_ns;
always @(posedge ACLK, negedge ARESETn) begin
	if(~ARESETn) AW_ps <= S0;
	else AW_ps <= AW_ns;
end
always @(AW_ps, AWVALID) begin
	case(AW_ps)
		S0: begin
			AWREADY = 1'b0;
			if(AWVALID) AW_ns = S1;
			else AW_ns = S0;
		end
		S1: begin
			AWREADY = 1'b1;
			AW_ns = S0;
		end
		default: begin
		  AWREADY = 1'b0;
		  AW_ns = S0;
		end
	endcase
end
reg W_ps, W_ns;
always @(posedge ACLK, negedge ARESETn) begin
	if(~ARESETn) W_ps <= S0;
	else W_ps <= W_ns;
end
always @(W_ps, WVALID) begin
	case(W_ps)
		S0: begin
			WREADY = 1'b0;
			if(WVALID) W_ns = S1;
			else W_ns = S0;
		end
		S1: begin
			WREADY = 1'b1;
			W_ns = S0;
		end
	   default: begin
		  WREADY = 1'b0;
		  W_ns = S0;
		end	
	endcase
end
reg [1:0] B_ps, B_ns;
always @(posedge ACLK, negedge ARESETn) begin
	if(~ARESETn) B_ps <= S0;
	else B_ps <= B_ns;
end
always @(B_ps, W_ps, BREADY) begin
	case(B_ps)
		S0: begin
		    BVALID = 1'b0;
			reg_w_en = 1'b0;
			if(W_ps==S1) begin
				if(BREADY) B_ns = S2;
				else B_ns = S1;
			end 
			else B_ns = S0;
		end
		S1: begin
			BVALID = 1'b1;
			reg_w_en = 1'b0;
			if(BREADY) B_ns = S2;
			else B_ns = S1;
		end
		S2: begin
			BVALID = 1'b1;
			reg_w_en = 1'b1;
			B_ns = S0;
		end
	   default: begin
		    BVALID = 1'b0;
			reg_w_en = 1'b0;
		    B_ns = S0;
		end	
	endcase
end
endmodule
```
`/design/flow/run.sh`:
```
#!/bin/bash
# OpenROAD 26Q1-2900-gdf79404cd8, Yosys 0.63+post, stock flow scripts
make -C /OpenROAD-flow-scripts/flow DESIGN_CONFIG=/design/flow/config.mk WORK_HOME=/design/flow/orfs finish
```
`/design/flow/config.mk`:
```
export PLATFORM = sky130hd
export DESIGN_NAME = AXI_LITE_SLAVE
export DESIGN_NICKNAME = AXI_LITE_SLAVE
export VERILOG_FILES = /design/flow/design.v
export SDC_FILE = /design/flow/constraint.sdc
export NUM_CORES = 4
export LEC_CHECK = 1
export CORE_AREA = 10 10 96 96
export DIE_AREA = 0 0 106 106
```
`/design/flow/constraint.sdc`:
```
current_design AXI_LITE_SLAVE

set clk_period 1.5
set clk_io_pct 0.2

create_clock -name clk0 -period $clk_period [get_ports {ACLK}]

set non_clock_inputs [all_inputs -no_clocks]
set_input_delay [expr $clk_period * $clk_io_pct] -clock clk0 $non_clock_inputs
set_output_delay [expr $clk_period * $clk_io_pct] -clock clk0 [all_outputs]
```
==> summary.txt <==
impl run done, here's what came out: via-per-instance ratio=3.434, Pre-Place Util=18.14%, Fill cells=between 700 and 800, status=complete, but fails checks, post-synthesis cell count=~110, Die X=106 microns, I/O pin total=225, unrepaired setup endpoints after global routing=true, post-route antenna net violation count=0, final setup TNS=-1.310 ns, H-tree depth=1, leakage=between 1 and 1.5 nW, hold crit path type=input pin to async pin, logic area=~330 sq um, pwr dens=443.4 nW/um^2, DP Wirelength=4.048 mm, Core Area=7214 sq um, Synth Cell Area=1309 sq um, CTS tree=built, kind of critical path=flop to primary output, clk root buf=clkbuf_8, Avg WL per Cell=15.37 microns, first-pass GRT wire length=6.900 mm, 1st-pass router iterations=3, largest net degree at the start of global routing=34, ys cells=111, Tot Pwr=1.135 mW, area added between synthesis and finish=95.51%, Setup crit end kind=primary output, clock slew at reported path FFs=0.04 ns, Max Fclk=608.5 MHz, clock skew=0.0003370 ns, DRT iter0 DRCs=21, Register Area=709.4 sq um, share of cells above drive strength 1=23.11%, Yosys reg bits=41, DR vias=1,068, Tool Warnings=59, crit start category=flop, count of unclocked register or latch pins=32, part of the cycle the worst path needs=109.6%, Max-area cell share=36.71%, Die Ht=106 microns, drt drc=0, Post-CTS Hold Fix Bufs=0, maximum vdd drop=361.6 uV, hold slack=0.3658 ns, failing checks=setup timing, Site Rows=31, post-synthesis cell type count=17, chip area=between 10,000 and 15,000 sq um, I/O Buffers=~120, Post-synth area hogs=dlxtp_1, buf_4, dfrtp_1, total of max-cap violations=0, vias in the first global route=roughly 1,100, CTS Buf Count=3, Worst EP required=1.20 ns, Hold Fails Final Rpt=0, final setup margin=-0.1434 ns, drt total wl=4.781 mm, max-slew violations=0, setup violators final=17, Remaining Overflow, GRT=0, clock buffer depth=2, crit path max fanout=5, gr usage total=~7.8%, post-layout minimum cycle time=1.643 ns, ant diodes=0, area reported by Yosys stat=approximately 1300 sq um, Late-Pin Clk Latency=0.22 ns, endpoints left unconstrained=64, RD Place Congestion=about 0.7, Yosys top cell by area=dlxtp_1, Mapped Avg Cell Area=11.79 sq um, Critical Path AT=1.34 ns, yosys warns=1, initial antenna violation count=0
## stage by stage
stage               worst slack [ns]  util [%]  instances  area [sq um]
floorplan                     0.2968         -        114          1320
global placement             -0.2077     33.42        301          2411
detailed placement           -0.2075     33.42        301          2411
CTS                          -0.2177     35.24        313          2542
global route                 -0.1747     35.47        311          2559
finish                       -0.1434     35.47        311          2559
## worst paths after layout
| kind | start | endpoint | slack (ns) | depth (start not counted) |
|---|---|---|---|---|
| min reg2reg | AW_ps | AW_ps | 0.43 | 1 |
| max reg2reg | B_ps[1] | B_ps[0] | 0.43 | 4 |
| max | B_ps[1] | r_ADDR[4] | -0.14 | 4 |
| min in group clk0 | AW_ps | AW_ps | 0.43 | 1 |
| min | ARESETn | W_ps | 0.37 | 1 |
| max in group asynchronous | ARESETn | R_ps[0] | 0.82 | 1 |
## flip-flops by register name, indices dropped and copies added, names as in the netlist
| signal | flops |
|---|---|
| B_ps | 3 |
| W_ps | 1 |
| RDATA | 32 |
| R_ps | 3 |
| AR_ps | 1 |
| AW_ps | 1 |
## cell families (layout without fill, tap and decap cells)
group                  after synthesis  in the layout  synth area share [%]
buffers and inverters               40            138                 23.61
and+or+nand+nor                      9              9                 3.921
DFF                                  9              9                 17.40
muxes                               16             16                 16.06
other                                1              4                0.2865
AOI/OAI and AO/OA                    4              4                 2.008
latches                             32             32                 36.71
## layer usage
layer | wire, microns | up-vias | GRT usage (%)
li1 | - | 512 | -
met1 | 1765 | 486 | 8.745
met2 | 2480 | 70 | 13.30
met3 | 536 | 0 | 4.159
met4 | 0 | 0 | 0.4836
met5 | 0 | - | 0
## layout make-up
cell class | count | area share [%]
Clock buffer | 4 | 1.760
Inverter | 2 | 0.2934
Multi-Input combinational cell | 33 | 13.01
Sequential cell | 41 | 27.73
Tap cell | 99 | 4.841
Timing Repair Buffer | 132 | 52.37
## Yosys cell counts
cell type and instances:
or2_2 1, a21o_2 1, inv_1 2, buf_6 1, dlxtp_1 32, mux2_4 8
a21oi_1 2, buf_12 1, nor2b_1 5, dfrtp_1 7, a21o_1 1, mux2_2 8
buf_4 36, conb_1 1, dfstp_2 2, or2_1 1, nor2_1 2
## placed cells by master, fill, tap and decap left out, drive strengths merged
cell           netlist  final
buf                 38     25
a21oi                2      2
clkdlybuf4s50        0    105
dlxtp               32     32
dlygate4sd2          0      2
dfrtp                7      7
or2                  2      2
a21o                 2      2
mux2                16     16
inv                  2      2
conb                 1      4
nor2                 2      2
nor2b                5      5
dfstp                2      2
clkbuf               0      4
## power breakdown
part	internal, mW	total (mW)	leakage, nW	switching [mW]
clock network	0.184	0.267	0.0228	0.0832
logic	0.374	0.501	0.751	0.126
registers	0.345	0.367	0.366	0.0212
## worst max-delay path: stages, from the launching register on
cell     delay [ns]
dfrtp_2        0.44
buf_12         0.15
buf_16         0.13
mux2_4         0.30
buf_6          0.11
## what timing repair did
action	4_1_cts	5_1_grt
pin swaps	1	0
buffers inserted	5	0
setup endpoints to repair	19	17
resized	66	14
hold endpoints to repair	0	0
cloned	3	0
Power is estimated from default activity; no workload was simulated.
