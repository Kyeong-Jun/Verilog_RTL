### design/flow/run.sh
#!/bin/bash
# OpenROAD 26Q1-2900-gdf79404cd8, Yosys 0.63+post, stock flow scripts
make -C /OpenROAD-flow-scripts/flow DESIGN_CONFIG=/design/flow/config.mk WORK_HOME=/design/flow/orfs finish
### design/flow/constraint.sdc
current_design AXI_LITE_Master

set clk_period 1.3
set clk_io_pct 0.2

create_clock -name clk0 -period $clk_period [get_ports {CLK}]

set non_clock_inputs [all_inputs -no_clocks]
set_input_delay [expr $clk_period * $clk_io_pct] -clock clk0 $non_clock_inputs
set_output_delay [expr $clk_period * $clk_io_pct] -clock clk0 [all_outputs]
### design/flow/config.mk
export PLATFORM = sky130hd
export DESIGN_NAME = AXI_LITE_Master
export DESIGN_NICKNAME = AXI_LITE_Master
export VERILOG_FILES = /design/flow/design.v
export SDC_FILE = /design/flow/constraint.sdc
export NUM_CORES = 4
export LEC_CHECK = 1
export CORE_AREA = 10 10 169 169
export DIE_AREA = 0 0 179 179
### design/flow/design.v
`timescale 1ns/1ps
module AXI_LITE_Master #(parameter AW = 32, parameter DW = 32)
(
input CLK, RESETn, 
input			WRITE, READ, 
input 			[AW-1:0] ADDR, 
input 			[DW-1:0] W_DATA, 
output 			[DW-1:0] R_DATA, 
output 			DONE, 
output 	reg [1:0] 	RW_STATUS, 
input 			ARREADY,
output reg		ARVALID, 
output reg [AW-1:0] ARADDR, 
input RVALID, 
input [DW-1:0]  RDATA, 
input [1:0]     RRESP,
output reg      RREADY, 
input           AWREADY, 
output reg      AWVALID, 
output reg [AW-1:0] AWADDR,
input           WREADY,
output reg      WVALID, 
output reg [DW-1:0] WDATA, 
input           BVALID,
input [1:0]     BRESP,
output reg      BREADY
);
localparam S0 = 2'b00, S1 = 2'b01, S2 = 2'b10, S3 = 2'b11;
always @(posedge CLK) begin
    if(WRITE) AWADDR = ADDR;
    else if(READ) ARADDR = ADDR;
end 
always @(posedge CLK, negedge RESETn) begin
    if(~RESETn) RW_STATUS = 2'b00;
    else begin
        if(WRITE) RW_STATUS = BRESP;
        else if(READ) RW_STATUS = RRESP;
    end
end
always @(posedge CLK) begin
    if(WRITE) WDATA = W_DATA;
end 
assign  R_DATA = RDATA;
reg  [1:0] AR_ps, AR_ns;
always @(posedge CLK, negedge RESETn) begin
	if(~RESETn) AR_ps <= S0;
	else AR_ps <= AR_ns;
end
always @(AR_ps, ARREADY, READ) begin
	case(AR_ps)
		S0: begin
			ARVALID = 1'b0;
            if(READ) begin
                if(ARREADY) AR_ns = S2;  
                else AR_ns  = S1;  
            end
			else AR_ns = S0;
		end
		S1: begin  
			ARVALID = 1'b1;
            if(ARREADY) AR_ns = S0; 
			else AR_ns = S1;
		end
		default: begin
		  ARVALID = 1'b1;
		  AR_ns = S0;
		end
	endcase
end
reg R_ps, R_ns, DR;
always @(posedge CLK, negedge RESETn) begin
	if(~RESETn) R_ps <= S0;
	else R_ps <= R_ns;
end
always @(R_ps, RVALID, READ) begin
	case(R_ps)
		S0: begin
			RREADY = 1'b0;
			DR = 1'b1;
			if(READ) R_ns = S1;
			else R_ns = S0;
        end
		S1: begin
			RREADY = 1'b1;
			DR = 1'b0;
			if(RVALID) R_ns = S0;
			else R_ns = S1;
			end
		default: begin
		  RREADY = 1'b0;
		  DR = 1'b1;
		  R_ns = S0;
		end
	endcase
end
reg [1:0] AW_ps, AW_ns;
always @(posedge CLK, negedge RESETn) begin
	if(~RESETn) AW_ps <= S0;
	else AW_ps <= AW_ns;
end
always @(AW_ps, WRITE, AWREADY) begin
	case(AW_ps)
		S0: begin
			AWVALID = 1'b0;
			if(WRITE) begin
                if(AWREADY) AW_ns = S2;  
                else AW_ns  = S1;  
			end
			else AW_ns = S0;
		end
		S1: begin
			AWVALID = 1'b1;
			if(AWREADY) AW_ns = S0;
			else AW_ns = S1;
		end
		default: begin
		  AWVALID = 1'b1;
		  AW_ns = S0;
		end
	endcase
end
reg [1:0] W_ps, W_ns;
always @(posedge CLK, negedge RESETn) begin
	if(~RESETn) W_ps <= S0;
	else W_ps <= W_ns;
end
always @(W_ps, WRITE, WREADY) begin
	case(W_ps)
		S0: begin
			WVALID	= 1'b0;
			if(WRITE) begin
			     if(WREADY) W_ns = S2;  
                else W_ns  = S1;  
			end
			else W_ns = S0;
		end
		S1: begin
			WVALID = 1'b1;
			if(WREADY) W_ns = S0;
			else W_ns = S1;
		end
	   default: begin
		  WVALID = 1'b1;
		  W_ns = S0;
		end	
	endcase
end
reg B_ps, B_ns, DB;
always @(posedge CLK, negedge RESETn) begin
	if(~RESETn) B_ps <= S0;
	else B_ps <= B_ns;
end
always @(B_ps, WRITE, BVALID) begin
	case(B_ps)
		S0: begin
		    BREADY = 1'b0;
		    DB = 1'b1;
			if(WRITE) B_ns = S1;
			else B_ns = S0;
		end
		S1: begin
			BREADY = 1'b1;
			DB = 1'b0;
			if(BVALID) B_ns = S0;
			else B_ns = S1;
		end
	   default: begin
		    BREADY = 1'b0;
		    DB = 1'b1;
		    B_ns = S0;
		end	
	endcase
end
assign DONE = ~(DR^DB);
endmodule
==> reports/results.ini <==
[run_status]
result_of_the_run = finished with violations
violations = setup timing

[logic_synthesis]
synth.yosys.chip_area_um2 = 3630
synth_cell_types = 18
netlist.area_leader.share_pct = 79.5
top_cells_by_area = sky130_fd_sc_hd__edfxtp_1 79%, sky130_fd_sc_hd__dfrtp_1 6.9%, sky130_fd_sc_hd__buf_4 6.6%
synth_flop_count = 109
ys_cells = 173
postSynthAreaPerCell_um2 = 21.0
postSynthCellCount = 173
synthesis.area_um2 = 3630
synth_sequential_area_ratio_pct = 88.5
yosysTopAreaCell = sky130_fd_sc_hd__edfxtp_1
synthesis.yosys.warnings = 1

[sta]
max-slew-margin-rel_pct = 79.5
setup_viol = 1
rsz0062_at_grt = true
post-route-min-period_ps = 1390
max_freq_ghz = 0.718
setup_slack_ps = -93.4
timing_max_transition_violations_final = 0
finalSetupTns_ps = -93.4
finalClockPeriodUsage_pct = 107
worstMarginPinSlew_ps = 308
finalClockSkew_ps = 1.49
report.final.hold_viol_count = 0

[hold_path]
hold_path_class = in2async

[clock_network]
tritoncts_clock_tree = yes
clockRootBuffer = sky130_fd_sc_hd__clkbuf_16
clock.latency.late_pin_ps = 350
cts-htree-levels = 3
number_of_hold_buffers_added_after_cts = 0
worst_setup_hold_path_clk_slew_ps = 70
clock-sinks = 109
cts-root-to-sink-buffers = 2
numCtsBuffers = 9

[floorplan]
floorplan.core_util_pct = 14.5
die_height_um = 179
die.size.x_um = 179
core.rowCount = 58
core_um2 = 25000
total_i_o_pin_count = 245
fp.dieArea_um2 = 32000

[critical_path]
ff2ff_setup_slack_ps = 60
critical_path.endpoint_type = output pin
path_max_fanout = 2
criticalPathCategory = reg2out
timing.critical_path.required_ps = 1040
critPathArrivalTime_ps = 1130
type_of_element_launching_the_critical_path = flip-flop

[global_routing]
via_count_of_the_first_global_routing_pass = 2161
global_route_wire_length_before_repair_mm = 13.7
largest_net_degree_at_the_start_of_global_routing = 55
grt-ovfl-total = 0
global_route.usage.met1_pct = 7.11
globalRouteMet3Util_pct = 2.12
grt_use_total_pct = 5.72
top_usage_layer_grt = met2
grt_util_met2_pct = 9.29
number_of_antenna_violations_at_the_first_check_in_global_routing = 0

[detailed_routing]
drt-wirelength-per-cell_um = 14.6
drcViolationCount = 0
diodes = 0
route.vias.total = 2024
drt-pass1-iter-count = 3
vias_per_cell = 2.96
first_iter_violations = 68
antenna_left = 0
detail_route.wirelength_mm = 10.0

[placement]
postPlaceCellArea_um2 = 5670
placed_cells = 656
finalWeightedCongestion = 0.769
io_buffers = 180
dpl.hpwl_mm = 7.88

[flow_run]
timing.max_cap.violations = 0
warnings = 27

[finish]
drive_above_1_share_pct = 14.7
final_cell_count_no_fill = 683
fin_util_pct = 23.7
stdcell_area_um2 = 5930
area_growth_pct = 63.4

[power_and_ir_drop]
share_of_total_power_in_the_clock_network_pct = 34.2
power.switching_mw = 1.60
seq_power_share_pct = 55.0
comb_power_share_pct = 10.9
power.switching_fraction_pct = 21.0
total_power_divided_by_cell_area_nw_per_um2 = 1280
p_int_mw = 6.01
p_leak_nw = 2.23
max-vdd-ir-drop_uv = 419

==> power by group through the flow <==
stage | logic [mW] | registers (mW) | clock network, mW
after CTS | 0.865 | 4.18 | 2.73
after global routing | 0.909 | 4.21 | 2.87
final | 0.827 | 4.18 | 2.60
==> cell usage in the layout, fill, tap and decap left out, types with 3 or more instances in the layout <==
cell type                         instances
sky130_fd_sc_hd__dfrtp_1                 10
sky130_fd_sc_hd__a21oi_1                  7
sky130_fd_sc_hd__buf_6                    5
sky130_fd_sc_hd__dfstp_2                  3
sky130_fd_sc_hd__dlygate4sd2_1           91
sky130_fd_sc_hd__buf_4                   14
sky130_fd_sc_hd__buf_2                    4
sky130_fd_sc_hd__clkdlybuf4s50_1         75
sky130_fd_sc_hd__edfxtp_1                96
sky130_fd_sc_hd__clkinvlp_4               3
sky130_fd_sc_hd__inv_2                    4
sky130_fd_sc_hd__nor2_1                   5
sky130_fd_sc_hd__clkdlybuf4s15_1          7
sky130_fd_sc_hd__clkbuf_16                9
==> Yosys cell counts <==
master,number
sky130_fd_sc_hd__nand2_1,2
sky130_fd_sc_hd__o21ai_0,2
sky130_fd_sc_hd__dfstp_2,3
sky130_fd_sc_hd__and3_1,2
sky130_fd_sc_hd__mux2i_1,2
sky130_fd_sc_hd__xnor2_1,1
sky130_fd_sc_hd__edfxtp_1,96
sky130_fd_sc_hd__o21ai_1,2
sky130_fd_sc_hd__buf_4,32
sky130_fd_sc_hd__dfrtp_1,10
sky130_fd_sc_hd__and3_2,1
sky130_fd_sc_hd__inv_1,3
sky130_fd_sc_hd__nor2_1,6
sky130_fd_sc_hd__buf_2,1
sky130_fd_sc_hd__buf_6,1
sky130_fd_sc_hd__a221o_1,1
sky130_fd_sc_hd__a21oi_1,7
sky130_fd_sc_hd__inv_2,1
==> through the flow <==
stage	hold WS, ps	power [mW]	setup slack (ps)
3_5_place_dp	445	5.18	-198
5_1_grt	223	7.99	-152
3_3_place_gp	441	5.17	-192
6_report	223	7.60	-93.4
2_1_floorplan	-35.6	4.33	19.7
4_1_cts	211	7.78	-117
==> flip-flops by register name, summed over array words and instances (netlist names) <==
name,count
ARADDR,32
AWADDR,32
WDATA,32
AR_ps,3
AW_ps,3
W_ps,3
RW_STATUS,2
B_ps,1
R_ps,1
==> routing by layer <==
metal	part of all wire (%)	up-vias	wire, µm
met5	0	-	0
met4	2.3	0	227
met3	11	15	1140
met2	48	116	4790
met1	38	939	3840
li1	-	954	-
==> final timing paths <==
| check | from | endpoint | depth (start not counted) |
|---|---|---|---|
| setup / recovery | R_ps | DONE | 3 |
| hold reg to reg | AW_ps[1] | AW_ps[0] | 2 |
| max in group asynchronous | RESETn | AR_ps[0] | 2 |
| hold / removal | RESETn | W_ps[2] | 2 |
| setup reg to reg | AW_ps[0] | AW_ps[0] | 6 |
| min in group clk0 | WRITE | AW_ps[0] | 3 |
==> final cells by class <==
type / count / area, µm²
fill: 2594 / 19100
sequential: 109 / 3210
timing repair buffer: 198 / 1840
tap: 330 / 413
clock buffer: 9 / 225
multi-input combinational: 26 / 163
clock inverter: 7 / 58.8
inverter: 4 / 15.0
==> cell families (layout without fill, tap and decap cells) <==
family	after synthesis	count (layout)	synth area share [%]
AOI/OAI and AO/OA	12	12	1.79
xor gates and xnor gates	1	1	0.242
buffers and inverters	38	218	7.49
DFF	109	109	88.5
muxes	2	2	0.552
and+or+nand+nor	11	11	1.38
==> critical path, cell delays in order (launching register included) <==
cell and delay, ps:
sky130_fd_sc_hd__dfrtp_1 400, sky130_fd_sc_hd__buf_6 130, sky130_fd_sc_hd__xnor2_2 130, sky130_fd_sc_hd__buf_2 120
==> repair_timing <==
item / 4_1_cts / 5_1_grt
endpoints found under the setup margin: 104 / 12
pin swaps: 1 / 2
cloned: 0 / 0
buffers inserted: 13 / 1
resized: 130 / 6
No activity file was given, so power comes from the tool's default toggle rates.
